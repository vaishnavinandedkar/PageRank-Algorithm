==> flow/design.v <==
module fifo_improved_project_resp #(parameter WIDTH=21, DEPTH=32, ADDWIDTH=5)
(input clk, input reset, input write, input read,
 input [WIDTH-1:0] dataIn, output reg [WIDTH-1:0] dataOut, output reg full, 
 output reg almost_full, output reg empty, output reg almost_empty);
reg [ADDWIDTH-1:0] head;  
reg [ADDWIDTH-1:0] tail;  
always @ (posedge clk, posedge reset) begin
	if (reset) 
		head <= 0;
	else begin
		if(write)
			head <= head+1;
	end
end
always @ (posedge clk, posedge reset) begin
	if (reset) 
		tail <= 0;
	else begin
		if(read)
			tail <= tail+1;
	end
end
always @ (*) begin
	almost_full = 0;
	if (head==DEPTH-1) begin
		if (tail==0)
			almost_full=1;
	end
	else begin
		if (head+1==tail)
			almost_full=1;
	end
end
always @ (posedge clk, posedge reset) begin
	if (reset)
		full <= 0;
	else 
		if ((almost_full & write & ~read) | (full  & ~read))
			full <= 1;
		else
			full <= 0;
end
always @ (*) begin
	almost_empty = (head==(tail+1));
end
always @ (posedge clk, posedge reset) begin
	if (reset)
		empty <= 1'b1;
	else 
		if ((almost_empty & read & ~write) | (empty & ~write))
			empty <= 1'b1;
		else
			empty <= 1'b0;
end
wire [WIDTH-1:0] dataOut_temp;
always @ (*) 
	dataOut = dataOut_temp;
regfile_resp rf1 (clk, reset, write, read, head, tail, dataIn, dataOut_temp);
endmodule
module noc_router_project_resp 
(input clk, input reset, 
 input writeE, 
 input writeW, 
 input writeS,
 input writeN,  
 input [20:0] dataInE, 
 input [20:0] dataInW, 
 input [20:0] dataInS,
 input [20:0] dataInN,  
 output  [20:0] dataOutE,
 output  [20:0] dataOutW,
 output  [20:0] dataOutS,
 output  [20:0] dataOutN,  
 output  fullE, 
 output   almost_fullE, 
 output   fullW, 
 output   almost_fullW, 
 output   fullS, 
 output   almost_fullS,
 output   fullN, 
 output   almost_fullN  
 );
wire readE, readW, readS, readN;  
wire [20:0] dataOutFifoE, dataOutFifoW, dataOutFifoN,dataOutFifoS;  
wire emptyE, almost_emptyE, emptyW, almost_emptyW, emptyS, almost_emptyS, emptyN, almost_emptyN;  
wire [20:0] dataOutE_temp, dataOutW_temp, dataOutS_temp, dataOutN_temp;  
fifo_improved_project_resp fifoE_resp (clk,  reset,  writeE,  readE, dataInE, dataOutFifoE, fullE, almost_fullE, emptyE, almost_emptyE);
fifo_improved_project_resp fifoW_resp (clk,  reset,  writeW,  readW, dataInW, dataOutFifoW, fullW, almost_fullW, emptyW, almost_emptyW);
fifo_improved_project_resp fifoS_resp (clk,  reset,  writeS,  readS, dataInS, dataOutFifoS, fullS, almost_fullS, emptyS, almost_emptyS);
fifo_improved_project_resp fifoN_resp (clk,  reset,  writeN,  readN, dataInN, dataOutFifoN, fullN, almost_fullN, emptyN, almost_emptyN);
arbiter_resp a(clk, reset, emptyE, almost_emptyE, dataOutFifoE, 
                      emptyW, almost_emptyW, dataOutFifoW,  
                      emptyS, almost_emptyS, dataOutFifoS,
                      emptyN, almost_emptyN, dataOutFifoN, 
                      readE, readW, readS, readN, 
		      dataOutE_temp, dataOutW_temp, dataOutS_temp, dataOutN_temp); 
outport_resp o(clk, reset, dataOutE_temp, dataOutW_temp, dataOutS_temp, dataOutN_temp, dataOutE, dataOutW, dataOutS, dataOutN);
endmodule
module outport_resp (input clk, input reset, 
	       input [20:0] dataOutE_temp, input [20:0] dataOutW_temp, input [20:0] dataOutS_temp, input [20:0] dataOutN_temp,
	       output reg [20:0] dataOutE, output reg [20:0] dataOutW, output reg [20:0] dataOutS, output reg [20:0] dataOutN);
always @ (posedge clk, posedge reset)begin
	if (reset) begin
		dataOutE <= 0;
		dataOutW <= 0;
		dataOutS <= 0;
		dataOutN <= 0;
	end
	else begin
		dataOutE <= dataOutE_temp;
	        dataOutW <= dataOutW_temp;
                dataOutS <= dataOutS_temp;
                dataOutN <= dataOutN_temp;
	end	
end
endmodule 	  
module arbiter_resp (input clk, input reset, 
	        input emptyE, input almost_emptyE, input [20:0] dataInFifoE,
		input emptyW, input almost_emptyW, input [20:0] dataInFifoW,
		input emptyS, input almost_emptyS, input [20:0] dataInFifoS,
		input emptyN, input almost_emptyN, input [20:0] dataInFifoN,
		output reg readE, output reg readW, output reg readS, output reg readN,
		output reg [20:0] dataOutE_temp, output reg [20:0] dataOutW_temp, output reg [20:0] dataOutS_temp, output reg [20:0] dataOutN_temp);
localparam East = 2'b00, West = 2'b01, South = 2'b10, North = 2'b11;
reg [1:0] rrcounter;
always @(posedge clk, posedge reset) begin
if(reset) 
rrcounter=0;
else
rrcounter=rrcounter+1;
end
reg [20:0] dataE, dataW, dataS, dataN; 
reg [20:0] dataInPrevE, dataInPrevW, dataInPrevS, dataInPrevN;  
reg retainE, retainW, retainS, retainN;
reg retainPrevE, retainPrevW, retainPrevS, retainPrevN;
reg readE_temp, readW_temp, readS_temp, readN_temp;
reg portE, portW, portS, portN;
reg grantedE, grantedW, grantedS, grantedN;
always @ (posedge clk, posedge reset) begin
	if (reset) begin
		readE_temp <=1'b0;
		readW_temp <=1'b0;
		readS_temp <=1'b0;
		readN_temp <=1'b0;
	end
	else begin
		if ((almost_emptyE & readE) | (emptyE) )
			readE_temp <= 1'b0;
		else 
			readE_temp <= 1'b1;
		if ((almost_emptyW & readW) | (emptyW) )
			readW_temp <= 1'b0;
		else 
			readW_temp <= 1'b1;
		if ((almost_emptyS & readS) | (emptyS) )
			readS_temp <= 1'b0;
		else 
			readS_temp <= 1'b1;
		if ((almost_emptyN & readN) | (emptyN) )
			readN_temp <= 1'b0;
		else 
			readN_temp <= 1'b1;
	end
end
always @ (*) begin
	readE = readE_temp & (~retainE);
	readW = readW_temp & (~retainW);
	readS = readS_temp & (~retainS);
	readN = readN_temp & (~retainN);
end
always @ (posedge clk, posedge reset) begin
	if (reset) begin
		dataInPrevE <= 0;
		retainPrevE <= 0;
		dataInPrevW <= 0;
		retainPrevW <= 0;
		dataInPrevS <= 0;
		retainPrevS <= 0;
		dataInPrevN <= 0;
		retainPrevN <= 0;
	end
	else begin
		dataInPrevE <= dataE; 
		retainPrevE <= retainE;
		dataInPrevW <= dataW; 
		retainPrevW <= retainW;
		dataInPrevS <= dataS; 
		retainPrevS <= retainS;
		dataInPrevN <= dataN; 
		retainPrevN <= retainN;
	end
end 
always @ (*) begin
	dataE = retainPrevE? dataInPrevE: dataInFifoE;
	dataW = retainPrevW? dataInPrevW: dataInFifoW;
	dataS = retainPrevS? dataInPrevS: dataInFifoS;
	dataN = retainPrevN? dataInPrevN: dataInFifoN;
end
always @ (*) begin
	portE=0;
	portW=0;
	portS=0;
	portN=0;
	grantedE=0;  
	retainE=0;
	grantedW=0;
	retainW=0;
	grantedS=0;
	retainS=0;
	grantedN=0;
	retainN=0;
if(rrcounter == 3) begin
	if (dataE[0]==1) begin
		if (dataE[2:1]==East) begin
			dataOutE_temp = dataE;
			portE = 1;
		end
		if (dataE[2:1]==West) begin
			dataOutW_temp = dataE;
			portW = 1;
		end
		if (dataE[2:1]==South) begin
			dataOutS_temp = dataE;
			portS=1;
		end
		if (dataE[2:1]==North) begin
			dataOutN_temp = dataE;
			portN=1;
		end
	end
	if (dataW[0]==1) begin
		if ((dataW[2:1]==East)&(~portE)) begin
			dataOutE_temp = dataW;
			portE = 1;
			grantedW=1; 
		end
		if ((dataW[2:1]==West)&(~portW)) begin
			dataOutW_temp = dataW;
			portW = 1;
			grantedW=1;
		end
		if ((dataW[2:1]==South)&(~portS)) begin
			dataOutS_temp = dataW;
			portS=1;
			grantedW=1;
		end
		if ((dataW[2:1]==North)&(~portN)) begin
			dataOutN_temp = dataW;
			portN=1;
			grantedW=1;
		end
		if(grantedW==0)
			retainW=1;
	end
	if (dataS[0]==1) begin
		if ((dataS[2:1]==East)&(~portE)) begin
			dataOutE_temp = dataS;
			portE = 1;
			grantedS=1; 
		end
		if ((dataS[2:1]==West)&(~portW)) begin
			dataOutW_temp = dataS;
			portW = 1;
			grantedS=1;
		end
		if ((dataS[2:1]==South)&(~portS)) begin
			dataOutS_temp = dataS;
			portS=1;
			grantedS=1;
		end
		if ((dataS[2:1]==North)&(~portN)) begin
			dataOutN_temp = dataS;
			portN=1;
			grantedS=1;
		end
		if(grantedS==0)
			retainS=1;
	end
	if (dataN[0]==1) begin
		if ((dataN[2:1]==East)&(~portE)) begin
			dataOutE_temp = dataN;
			portE = 1;
			grantedN=1; 
		end
		if ((dataN[2:1]==West)&(~portW)) begin
			dataOutW_temp = dataN;
			portW = 1;
			grantedN=1;
		end
		if ((dataN[2:1]==South)&(~portS)) begin
			dataOutS_temp = dataN;
			portS=1;
			grantedN=1;
		end
		if ((dataN[2:1]==North)&(~portN)) begin
			dataOutN_temp = dataN;
			portN=1;
			grantedN=1;
		end
		if(grantedN==0)
			retainN=1;
	end
end
if(rrcounter == 2) begin
	if (dataW[0]==1) begin
		if (dataW[2:1]==East) begin
			dataOutE_temp = dataW;
			portE = 1;
		end
		if (dataW[2:1]==West) begin
			dataOutW_temp = dataW;
			portW = 1;
		end
		if (dataW[2:1]==South) begin
			dataOutS_temp = dataW;
			portS=1;
		end
		if (dataW[2:1]==North) begin
			dataOutN_temp = dataW;
			portN=1;
		end
	end
	if (dataS[0]==1) begin
		if ((dataS[2:1]==East)&(~portE)) begin
			dataOutE_temp = dataS;
			portE = 1;
			grantedS=1; 
		end
		if ((dataS[2:1]==West)&(~portW)) begin
			dataOutW_temp = dataS;
			portW = 1;
			grantedS=1;
		end
		if ((dataS[2:1]==South)&(~portS)) begin
			dataOutS_temp = dataS;
			portS=1;
			grantedS=1;
		end
		if ((dataS[2:1]==North)&(~portN)) begin
			dataOutN_temp = dataS;
			portN=1;
			grantedS=1;
		end
		if(grantedS==0)
			retainS=1;
	end
	if (dataN[0]==1) begin
		if ((dataN[2:1]==East)&(~portE)) begin
			dataOutE_temp = dataN;
			portE = 1;
			grantedN=1; 
		end
		if ((dataN[2:1]==West)&(~portW)) begin
			dataOutW_temp = dataN;
			portW = 1;
			grantedN=1;
		end
		if ((dataN[2:1]==South)&(~portS)) begin
			dataOutS_temp = dataN;
			portS=1;
			grantedN=1;
		end
		if ((dataN[2:1]==North)&(~portN)) begin
			dataOutN_temp = dataN;
			portN=1;
			grantedN=1;
		end
		if(grantedN==0)
			retainN=1;
	end
	if (dataE[0]==1) begin
		if ((dataE[2:1]==East)&(~portE)) begin
			dataOutE_temp = dataE;
			portE = 1;
			grantedE=1; 
		end
		if ((dataE[2:1]==West)&(~portW)) begin
			dataOutW_temp = dataE;
			portW = 1;
			grantedE=1;
		end
		if ((dataE[2:1]==South)&(~portS)) begin
			dataOutS_temp = dataE;
			portS=1;
			grantedE=1;
		end
		if ((dataE[2:1]==North)&(~portN)) begin
			dataOutN_temp = dataE;
			portN=1;
			grantedE=1;
		end
		if(grantedE==0)
			retainE=1;
	end
end
if(rrcounter == 1) begin
	if (dataS[0]==1) begin
		if (dataS[2:1]==East) begin
			dataOutE_temp = dataS;
			portE = 1;
		end
		if (dataS[2:1]==West) begin
			dataOutW_temp = dataS;
			portW = 1;
		end
		if (dataS[2:1]==South) begin
			dataOutS_temp = dataS;
			portS=1;
		end
		if (dataS[2:1]==North) begin
			dataOutN_temp = dataS;
			portN=1;
		end
	end
	if (dataN[0]==1) begin
		if ((dataN[2:1]==East)&(~portE)) begin
			dataOutE_temp = dataN;
			portE = 1;
			grantedN=1; 
		end
		if ((dataN[2:1]==West)&(~portW)) begin
			dataOutW_temp = dataN;
			portW = 1;
			grantedN=1;
		end
		if ((dataN[2:1]==South)&(~portN)) begin
			dataOutS_temp = dataN;
			portS=1;
			grantedN=1;
		end
		if ((dataN[2:1]==North)&(~portN)) begin
			dataOutN_temp = dataN;
			portN=1;
			grantedN=1;
		end
		if(grantedN==0)
			retainN=1;
	end
	if (dataE[0]==1) begin
		if ((dataE[2:1]==East)&(~portE)) begin
			dataOutE_temp = dataE;
			portE = 1;
			grantedE=1; 
		end
		if ((dataE[2:1]==West)&(~portW)) begin
			dataOutW_temp = dataE;
			portW = 1;
			grantedE=1;
		end
		if ((dataE[2:1]==South)&(~portS)) begin
			dataOutS_temp = dataE;
			portS=1;
			grantedE=1;
		end
		if ((dataE[2:1]==North)&(~portN)) begin
			dataOutN_temp = dataE;
			portN=1;
			grantedE=1;
		end
		if(grantedE==0)
			retainE=1;
	end
	if (dataW[0]==1) begin
		if ((dataW[2:1]==East)&(~portE)) begin
			dataOutE_temp = dataW;
			portE = 1;
			grantedW=1; 
		end
		if ((dataW[2:1]==West)&(~portW)) begin
			dataOutW_temp = dataW;
			portW = 1;
			grantedW=1;
		end
		if ((dataW[2:1]==South)&(~portS)) begin
			dataOutS_temp = dataW;
			portS=1;
			grantedW=1;
		end
		if ((dataW[2:1]==North)&(~portN)) begin
			dataOutN_temp = dataW;
			portN=1;
			grantedW=1;
		end
		if(grantedW==0)
			retainW=1;
	end
end
if(rrcounter == 0) begin
	if (dataN[0]==1) begin
		if (dataN[2:1]==East) begin
			dataOutE_temp = dataN;
			portE = 1;
		end
		if (dataN[2:1]==West) begin
			dataOutW_temp = dataN;
			portW = 1;
		end
		if (dataN[2:1]==South) begin
			dataOutS_temp = dataN;
			portS=1;
		end
		if (dataN[2:1]==North) begin
			dataOutN_temp = dataN;
			portN=1;
		end
	end
	if (dataE[0]==1) begin
		if ((dataE[2:1]==East)&(~portE)) begin
			dataOutE_temp = dataE;
			portE = 1;
			grantedE=1; 
		end
		if ((dataE[2:1]==West)&(~portW)) begin
			dataOutW_temp = dataE;
			portW = 1;
			grantedE=1;
		end
		if ((dataE[2:1]==South)&(~portS)) begin
			dataOutS_temp = dataE;
			portS=1;
			grantedE=1;
		end
		if ((dataE[2:1]==North)&(~portN)) begin
			dataOutN_temp = dataE;
			portN=1;
			grantedE=1;
		end
		if(grantedE==0)
			retainE=1;
	end
	if (dataW[0]==1) begin
		if ((dataW[2:1]==East)&(~portE)) begin
			dataOutE_temp = dataW;
			portE = 1;
			grantedW=1; 
		end
		if ((dataW[2:1]==West)&(~portW)) begin
			dataOutW_temp = dataW;
			portW = 1;
			grantedW=1;
		end
		if ((dataW[2:1]==South)&(~portS))begin
			dataOutS_temp = dataW;
			portS=1;
			grantedW=1;
		end
		if ((dataW[2:1]==North)&(~portN)) begin
			dataOutN_temp = dataW;
			portN=1;
			grantedW=1;
		end
		if(grantedW==0)
			retainW=1;
	end
	if (dataS[0]==1) begin
		if ((dataS[2:1]==East)&(~portE)) begin
			dataOutE_temp = dataS;
			portE = 1;
			grantedS=1; 
		end
		if ((dataS[2:1]==West)&(~portW)) begin
			dataOutW_temp = dataS;
			portW = 1;
			grantedS=1;
		end
		if ((dataS[2:1]==South)&(~portS)) begin
			dataOutS_temp = dataS;
			portS=1;
			grantedS=1;
		end
		if ((dataS[2:1]==North)&(~portN)) begin
			dataOutN_temp = dataS;
			portN=1;
			grantedS=1;
		end
		if(grantedS==0)
			retainS=1;
	end
end
end
endmodule
module regfile_resp #(parameter WIDTH=21, DEPTH=5, ADDWIDTH=5)
(input clk, input reset, input writeEnable, input readEnable,
 input [ADDWIDTH-1:0] dest, input [ADDWIDTH-1:0] source, 
 input [WIDTH-1:0] dataIn, output reg [WIDTH-1:0] dataOut);
reg [WIDTH-1 : 0] rf [(2**DEPTH)-1 : 0];  
integer i;
always @ (posedge clk, posedge reset) begin
	if (reset) begin
		dataOut <=0;
		for (i=0;i<(2**DEPTH);i=i+1) 
		begin
			rf[i] <= 0;  
		end
	end
	else begin
		if (readEnable)
			dataOut <= rf[source];
		else
			dataOut <= 0;
		if(writeEnable)
			rf[dest] <= dataIn; 
	end
end
endmodule
==> flow/run.sh <==
#!/bin/bash
# OpenROAD 26Q1-2900-gdf79404cd8, Yosys 0.63+post, stock flow scripts
make -C /OpenROAD-flow-scripts/flow DESIGN_CONFIG=/design/flow/config.mk WORK_HOME=/design/flow/orfs finish
==> flow/config.mk <==
export PLATFORM = sky130hd
export DESIGN_NAME = noc_router_project_resp
export DESIGN_NICKNAME = noc_router_project_resp
export VERILOG_FILES = /design/flow/design.v
export SDC_FILE = /design/flow/constraint.sdc
export NUM_CORES = 4
export LEC_CHECK = 1
export CORE_UTILIZATION = 30
==> flow/constraint.sdc <==
current_design noc_router_project_resp

set clk_period 17.6
set clk_io_pct 0.2

create_clock -name clk0 -period $clk_period [get_ports {clk}]

set non_clock_inputs [all_inputs -no_clocks]
set_input_delay [expr $clk_period * $clk_io_pct] -clock clk0 $non_clock_inputs
set_output_delay [expr $clk_period * $clk_io_pct] -clock clk0 [all_outputs]
==> impl_metrics.env <==
# physical design summary
export IMPL_cts_hold_buf=0
export IMPL_track_usage_pct=25.37
export IMPL_yosys_warnings=257
export IMPL_hpwl_um=365000
export IMPL_setup_violations=0
export IMPL_drtIter0Drc=11580
export IMPL_grtUsageMet2_pct=36.06
export IMPL_seq_area_um2=76290
export IMPL_fin_cells=18710
export IMPL_drt_pass1_iter_count=10
export IMPL_area_delta_synth_final_pct=15.27
export IMPL_drv_cap=0
export IMPL_endpoint_kind="output port"
export IMPL_overflow=0
export IMPL_critical_path_class="flip-flop to output port"
export IMPL_fin_area_um2=166500
export IMPL_synth_flops=3082
export IMPL_critPathLaunchType="flip-flop"
export IMPL_via_per_inst=5.938
export IMPL_peakVddDrop_mv=0.1065
export IMPL_fp_utilization_pct=30.17
export IMPL_cts_resized=0
export IMPL_max_freq_ghz=0.1378
export IMPL_grt_pass1_vias=110400
export IMPL_slew_viol_final=0
export IMPL_cp_data_arrival_time_ps=3740
export IMPL_fp_dieH_um=696.0
export IMPL_htree_levels=5
export IMPL_cts_tree="done"
export IMPL_core_um2=478900
export IMPL_die_x_um=696.0
export IMPL_required_ps=14080
export IMPL_clock_skew_ps=65.75
export IMPL_final_common_cell="dfrtp_1"
export IMPL_synth_edff_count=0
export IMPL_synthArstFlopShare_pct=97.27
export IMPL_synth_cells=12030
export IMPL_relSlewSlack_pct=15.03
export IMPL_worstHoldPathType="flip-flop to flip-flop"
export IMPL_route_detailed_wl_per_inst_um=32.25
export IMPL_antenna_left=0
export IMPL_cp_max_fo=9
export IMPL_ioPinCount=182
export IMPL_placed_area_um2=155800
export IMPL_cts_buffers=319
export IMPL_grt_antenna_before_repair=38
export IMPL_clk_pin_slew_ps=60
export IMPL_rsz0062_at_grt="false"
export IMPL_avgSynthCellArea_um2=12.01
export IMPL_top_usage_layer="met2"
export IMPL_drc=0
export IMPL_synth_distinct_cells=117
export IMPL_grt_max_degree=134
export IMPL_power_density_nw_per_um2=181.0
export IMPL_untimed_endpoints=168
export IMPL_layout_drive_gt1_share_pct=34.29
export IMPL_vias=111100
export IMPL_warning_count=89
export IMPL_clk_path_buf_depth=4
export IMPL_ys_cells=12030
export IMPL_clkLatencyLatePin_ps=980
export IMPL_final_cell_mix="dfrtp_1 (2990), mux2_2 (2697), buf_4 (678)"
export IMPL_period_used_pct=41.22
export IMPL_fillers=46500
export IMPL_grtUsageMet3_pct=10.50
export IMPL_logic_area_um2=63930
export IMPL_dp_worst_setup_slack_ps=9490
export IMPL_grtUsageMet1_pct=34.08
export IMPL_netlist_area_um2=144500
export IMPL_die_area_um2=484400
export IMPL_gp_congestion=1.049
export IMPL_cts_setup_buffers=0
export IMPL_unclocked_pins=84
export IMPL_flop_cell="dfrtp_1"
export IMPL_total_power_mw=30.14
export IMPL_fp_row_count=254
export IMPL_final_hold_viol_count=0
export IMPL_cts_root_buf="clkbuf_16"
export IMPL_routed_wirelength_um=603400
export IMPL_finalCriticalPeriod_ps=7255
export IMPL_io_buffer_count=181
export IMPL_placedCellCount=18110
export IMPL_worst_pin_slew_ps=1270
export IMPL_outcome="completed"
export IMPL_setup_ws_ps=10340
export IMPL_finalSetupTns_ps=0
export IMPL_ys_area_um2=144500
export IMPL_grt_pass1_wl_um=852000
export IMPL_p_leak_nw=72.12
==> layer usage <==
metal	part of all wire (%)	vias up
li1	-	45550
met1	39	58010
met2	43	5992
met3	12	1504
met4	6.0	34
met5	0.054	-
==> where the power goes <==
| part | switching (mW) | leakage [nW] | internal (mW) | total [mW] |
|---|---|---|---|---|
| sequential | 2.05 | 39.4 | 10.1 | 12.2 |
| clock | 2.96 | 5.18 | 3.94 | 6.90 |
| combinational | 6.55 | 27.5 | 4.53 | 11.1 |
==> area by class of cell <==
type	instances	area share (%)
inverters	135	0.3065
well taps	6400	4.808
repair buffers	868	4.252
clock inverters	92	0.7760
diodes	26	0.03907
clock buffers	476	5.625
flip-flops and latches	3082	45.81
multi-input cells	7628	38.39
==> final timing paths <==
check	from	endpoint	slack, ps	cells after the start
max	fifoN_resp.head[0]	almost_fullN	10340	8
min	a.readW_temp	fifoW_resp.full	440	1
max reg2reg	a.rrcounter[1]	fifoE_resp.rf1.dataOut[13]	12210	11
min reg2reg	a.readW_temp	fifoW_resp.full	440	1
max in group asynchronous	reset	fifoW_resp.rf1.rf[21][1]	10650	8
min in group asynchronous	reset	o.dataOutN[13]	2890	2
==> flip-flops by register name, summed over array words and instances, names as in the netlist, 21 cells and up <==
register and count:
fifoE_resp.rf1.rf 672, fifoN_resp.rf1.rf 672, fifoS_resp.rf1.rf 672, fifoW_resp.rf1.rf 672, a.dataInPrevE 21, a.dataInPrevN 21
a.dataInPrevS 21, a.dataInPrevW 21, a.dataOutE_temp 21, a.dataOutN_temp 21, a.dataOutS_temp 21, a.dataOutW_temp 21
fifoE_resp.rf1.dataOut 21, fifoN_resp.rf1.dataOut 21, fifoS_resp.rf1.dataOut 21, fifoW_resp.rf1.dataOut 21, o.dataOutE 21, o.dataOutN 21
o.dataOutS 21, o.dataOutW 21
==> cells in the mapped netlist (72+ instances only) <==
master | number | area [µm²]
buf_1 | 209 | 784.5
a222oi_1 | 163 | 1632
nor3_1 | 179 | 895.9
nand4_1 | 152 | 950.9
inv_1 | 100 | 375.4
a22o_1 | 271 | 2374
nor2_1 | 599 | 2248
mux2i_1 | 115 | 1151
mux2_2 | 2697 | 30370
o221ai_1 | 91 | 797.0
dfrtp_1 | 2994 | 74920
clkbuf_1 | 859 | 3224
o211ai_1 | 72 | 540.5
dlxtn_1 | 84 | 1261
nand2_1 | 416 | 1562
buf_2 | 88 | 440.4
a21oi_1 | 310 | 1551
nand3_1 | 222 | 1111
o22ai_1 | 147 | 919.6
a211oi_1 | 84 | 630.6
a221oi_1 | 393 | 3442
o21ai_0 | 414 | 2072
a22oi_1 | 544 | 4084
==> stage by stage <==
step	util, %	hold slack [ps]
after floorplan	-	418.4
after global placement	32.54	427.6
after detailed placement	32.54	428.3
after CTS	34.76	438.8
after global routing	34.76	469.4
final	34.78	441.7
==> cells by family (layout without fill, tap and decap cells) <==
family	count (synthesis)	count (layout)	synth area share [%]
flip-flops	2998	2998	51.93
latches	84	84	0.8729
AND/OR/NAND/NOR	1789	1789	5.877
XOR/XNOR	65	65	0.3940
buffers and inverters	1317	1571	3.592
AND-OR/OR-AND	2898	2898	14.96
adder cells (fa/ha/maj)	52	52	0.4503
other	0	26	0
multiplexers	2824	2824	21.93
==> worst max-delay path, cell delays in order (launching register included) <==
cell,delay [ps]
dfrtp_1,470
ha_1,440
and3_1,240
ha_1,250
xnor2_1,130
nor4_1,220
o21ai_0,120
o22ai_1,350
clkdlybuf4s50_1,580
Power and IR drop assume default switching activity.

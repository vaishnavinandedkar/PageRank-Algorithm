### flow/design.v
module fifo_improved_project_req #(parameter WIDTH=21, DEPTH=32, ADDWIDTH=5)
(input clk, input reset, input write, input read,
 input [WIDTH-1:0] dataIn, output reg [WIDTH-1:0] dataOut, output reg full, 
 output reg almost_full, output reg empty, output reg almost_empty);
reg [ADDWIDTH-1:0] head;  
reg [ADDWIDTH-1:0] tail;  
always @ (posedge clk, posedge reset) begin
	if (reset) 
		head <= 0;
	else begin
		if(write)
			head <= head+1;
	end
end
always @ (posedge clk, posedge reset) begin
	if (reset) 
		tail <= 0;
	else begin
		if(read)
			tail <= tail+1;
	end
end
always @ (*) begin
	almost_full = 0;
	if (head==DEPTH-1) begin
		if (tail==0)
			almost_full=1;
	end
	else begin
		if (head+1==tail)
			almost_full=1;
	end
end
always @ (posedge clk, posedge reset) begin
	if (reset)
		full <= 0;
	else 
		if ((almost_full & write & ~read) | (full  & ~read))
			full <= 1;
		else
			full <= 0;
end
always @ (*) begin
	almost_empty = (head==(tail+1));
end
always @ (posedge clk, posedge reset) begin
	if (reset)
		empty <= 1'b1;
	else 
		if ((almost_empty & read & ~write) | (empty & ~write))
			empty <= 1'b1;
		else
			empty <= 1'b0;
end
wire [WIDTH-1:0] dataOut_temp;
always @ (*) 
	dataOut = dataOut_temp;
regfile_req rf1 (clk, reset, write, read, head, tail, dataIn, dataOut_temp);
endmodule
module noc_router_project_req 
(input clk, input reset, 
 input writeE, 
 input writeW, 
 input writeS,
 input writeN,  
 input [20:0] dataInE, 
 input [20:0] dataInW, 
 input [20:0] dataInS,
 input [20:0] dataInN,  
 output  [20:0] dataOutE,
 output  [20:0] dataOutW,
 output  [20:0] dataOutS,
 output  [20:0] dataOutN,  
 output  fullE, 
 output   almost_fullE, 
 output   fullW, 
 output   almost_fullW, 
 output   fullS, 
 output   almost_fullS,
 output   fullN, 
 output   almost_fullN  
 );
wire readE, readW, readS, readN;  
wire [20:0] dataOutFifoE, dataOutFifoW, dataOutFifoN,dataOutFifoS;  
wire emptyE, almost_emptyE, emptyW, almost_emptyW, emptyS, almost_emptyS, emptyN, almost_emptyN;  
wire [20:0] dataOutE_temp, dataOutW_temp, dataOutS_temp, dataOutN_temp;  
fifo_improved_project_req fifoE_req (clk,  reset,  writeE,  readE, dataInE, dataOutFifoE, fullE, almost_fullE, emptyE, almost_emptyE);
fifo_improved_project_req fifoW_req (clk,  reset,  writeW,  readW, dataInW, dataOutFifoW, fullW, almost_fullW, emptyW, almost_emptyW);
fifo_improved_project_req fifoS_req (clk,  reset,  writeS,  readS, dataInS, dataOutFifoS, fullS, almost_fullS, emptyS, almost_emptyS);
fifo_improved_project_req fifoN_req (clk,  reset,  writeN,  readN, dataInN, dataOutFifoN, fullN, almost_fullN, emptyN, almost_emptyN);
arbiter_req a(clk, reset, emptyE, almost_emptyE, dataOutFifoE, 
                      emptyW, almost_emptyW, dataOutFifoW,  
                      emptyS, almost_emptyS, dataOutFifoS,
                      emptyN, almost_emptyN, dataOutFifoN, 
                      readE, readW, readS, readN, 
		      dataOutE_temp, dataOutW_temp, dataOutS_temp, dataOutN_temp); 
outport_req o(clk, reset, dataOutE_temp, dataOutW_temp, dataOutS_temp, dataOutN_temp, dataOutE, dataOutW, dataOutS, dataOutN);
endmodule
module outport_req (input clk, input reset, 
	       input [20:0] dataOutE_temp, input [20:0] dataOutW_temp, input [20:0] dataOutS_temp, input [20:0] dataOutN_temp,
	       output reg [20:0] dataOutE, output reg [20:0] dataOutW, output reg [20:0] dataOutS, output reg [20:0] dataOutN);
always @ (posedge clk, posedge reset)begin
	if (reset) begin
		dataOutE <= 0;
		dataOutW <= 0;
		dataOutS <= 0;
		dataOutN <= 0;
	end
	else begin
		dataOutE <= dataOutE_temp;
	        dataOutW <= dataOutW_temp;
                dataOutS <= dataOutS_temp;
                dataOutN <= dataOutN_temp;
	end	
end
endmodule 	  
module arbiter_req (input clk, input reset, 
	        input emptyE, input almost_emptyE, input [20:0] dataInFifoE,
		input emptyW, input almost_emptyW, input [20:0] dataInFifoW,
		input emptyS, input almost_emptyS, input [20:0] dataInFifoS,
		input emptyN, input almost_emptyN, input [20:0] dataInFifoN,
		output reg readE, output reg readW, output reg readS, output reg readN,
		output reg [20:0] dataOutE_temp, output reg [20:0] dataOutW_temp, output reg [20:0] dataOutS_temp, output reg [20:0] dataOutN_temp);
localparam East = 2'b00, West = 2'b01, South = 2'b10, North = 2'b11;
reg [1:0] rrcounter;
always @(posedge clk, posedge reset) begin
if(reset) 
rrcounter=0;
else
rrcounter=rrcounter+1;
end
reg [20:0] dataE, dataW, dataS, dataN; 
reg [20:0] dataInPrevE, dataInPrevW, dataInPrevS, dataInPrevN;  
reg retainE, retainW, retainS, retainN;
reg retainPrevE, retainPrevW, retainPrevS, retainPrevN;
reg readE_temp, readW_temp, readS_temp, readN_temp;
reg portE, portW, portS, portN;
reg grantedE, grantedW, grantedS, grantedN;
always @ (posedge clk, posedge reset) begin
	if (reset) begin
		readE_temp <=1'b0;
		readW_temp <=1'b0;
		readS_temp <=1'b0;
		readN_temp <=1'b0;
	end
	else begin
		if ((almost_emptyE & readE) | (emptyE) )
			readE_temp <= 1'b0;
		else 
			readE_temp <= 1'b1;
		if ((almost_emptyW & readW) | (emptyW) )
			readW_temp <= 1'b0;
		else 
			readW_temp <= 1'b1;
		if ((almost_emptyS & readS) | (emptyS) )
			readS_temp <= 1'b0;
		else 
			readS_temp <= 1'b1;
		if ((almost_emptyN & readN) | (emptyN) )
			readN_temp <= 1'b0;
		else 
			readN_temp <= 1'b1;
	end
end
always @ (*) begin
	readE = readE_temp & (~retainE);
	readW = readW_temp & (~retainW);
	readS = readS_temp & (~retainS);
	readN = readN_temp & (~retainN);
end
always @ (posedge clk, posedge reset) begin
	if (reset) begin
		dataInPrevE <= 0;
		retainPrevE <= 0;
		dataInPrevW <= 0;
		retainPrevW <= 0;
		dataInPrevS <= 0;
		retainPrevS <= 0;
		dataInPrevN <= 0;
		retainPrevN <= 0;
	end
	else begin
		dataInPrevE <= dataE; 
		retainPrevE <= retainE;
		dataInPrevW <= dataW; 
		retainPrevW <= retainW;
		dataInPrevS <= dataS; 
		retainPrevS <= retainS;
		dataInPrevN <= dataN; 
		retainPrevN <= retainN;
	end
end 
always @ (*) begin
	dataE = retainPrevE? dataInPrevE: dataInFifoE;
	dataW = retainPrevW? dataInPrevW: dataInFifoW;
	dataS = retainPrevS? dataInPrevS: dataInFifoS;
	dataN = retainPrevN? dataInPrevN: dataInFifoN;
end
always @ (*) begin
	portE=0;
	portW=0;
	portS=0;
	portN=0;
	grantedE=0;  
	retainE=0;
	grantedW=0;
	retainW=0;
	grantedS=0;
	retainS=0;
	grantedN=0;
	retainN=0;
if(rrcounter == 3) begin
	if (dataE[0]==1) begin
		if (dataE[2:1]==East) begin
			dataOutE_temp = dataE;
			portE = 1;
		end
		if (dataE[2:1]==West) begin
			dataOutW_temp = dataE;
			portW = 1;
		end
		if (dataE[2:1]==South) begin
			dataOutS_temp = dataE;
			portS=1;
		end
		if (dataE[2:1]==North) begin
			dataOutN_temp = dataE;
			portN=1;
		end
	end
	if (dataW[0]==1) begin
		if ((dataW[2:1]==East)&(~portE)) begin
			dataOutE_temp = dataW;
			portE = 1;
			grantedW=1; 
		end
		if ((dataW[2:1]==West)&(~portW)) begin
			dataOutW_temp = dataW;
			portW = 1;
			grantedW=1;
		end
		if ((dataW[2:1]==South)&(~portS)) begin
			dataOutS_temp = dataW;
			portS=1;
			grantedW=1;
		end
		if ((dataW[2:1]==North)&(~portN)) begin
			dataOutN_temp = dataW;
			portN=1;
			grantedW=1;
		end
		if(grantedW==0)
			retainW=1;
	end
	if (dataS[0]==1) begin
		if ((dataS[2:1]==East)&(~portE)) begin
			dataOutE_temp = dataS;
			portE = 1;
			grantedS=1; 
		end
		if ((dataS[2:1]==West)&(~portW)) begin
			dataOutW_temp = dataS;
			portW = 1;
			grantedS=1;
		end
		if ((dataS[2:1]==South)&(~portS)) begin
			dataOutS_temp = dataS;
			portS=1;
			grantedS=1;
		end
		if ((dataS[2:1]==North)&(~portN)) begin
			dataOutN_temp = dataS;
			portN=1;
			grantedS=1;
		end
		if(grantedS==0)
			retainS=1;
	end
	if (dataN[0]==1) begin
		if ((dataN[2:1]==East)&(~portE)) begin
			dataOutE_temp = dataN;
			portE = 1;
			grantedN=1; 
		end
		if ((dataN[2:1]==West)&(~portW)) begin
			dataOutW_temp = dataN;
			portW = 1;
			grantedN=1;
		end
		if ((dataN[2:1]==South)&(~portS)) begin
			dataOutS_temp = dataN;
			portS=1;
			grantedN=1;
		end
		if ((dataN[2:1]==North)&(~portN)) begin
			dataOutN_temp = dataN;
			portN=1;
			grantedN=1;
		end
		if(grantedN==0)
			retainN=1;
	end
end
if(rrcounter == 2) begin
	if (dataW[0]==1) begin
		if (dataW[2:1]==East) begin
			dataOutE_temp = dataW;
			portE = 1;
		end
		if (dataW[2:1]==West) begin
			dataOutW_temp = dataW;
			portW = 1;
		end
		if (dataW[2:1]==South) begin
			dataOutS_temp = dataW;
			portS=1;
		end
		if (dataW[2:1]==North) begin
			dataOutN_temp = dataW;
			portN=1;
		end
	end
	if (dataS[0]==1) begin
		if ((dataS[2:1]==East)&(~portE)) begin
			dataOutE_temp = dataS;
			portE = 1;
			grantedS=1; 
		end
		if ((dataS[2:1]==West)&(~portW)) begin
			dataOutW_temp = dataS;
			portW = 1;
			grantedS=1;
		end
		if ((dataS[2:1]==South)&(~portS)) begin
			dataOutS_temp = dataS;
			portS=1;
			grantedS=1;
		end
		if ((dataS[2:1]==North)&(~portN)) begin
			dataOutN_temp = dataS;
			portN=1;
			grantedS=1;
		end
		if(grantedS==0)
			retainS=1;
	end
	if (dataN[0]==1) begin
		if ((dataN[2:1]==East)&(~portE)) begin
			dataOutE_temp = dataN;
			portE = 1;
			grantedN=1; 
		end
		if ((dataN[2:1]==West)&(~portW)) begin
			dataOutW_temp = dataN;
			portW = 1;
			grantedN=1;
		end
		if ((dataN[2:1]==South)&(~portS)) begin
			dataOutS_temp = dataN;
			portS=1;
			grantedN=1;
		end
		if ((dataN[2:1]==North)&(~portN)) begin
			dataOutN_temp = dataN;
			portN=1;
			grantedN=1;
		end
		if(grantedN==0)
			retainN=1;
	end
	if (dataE[0]==1) begin
		if ((dataE[2:1]==East)&(~portE)) begin
			dataOutE_temp = dataE;
			portE = 1;
			grantedE=1; 
		end
		if ((dataE[2:1]==West)&(~portW)) begin
			dataOutW_temp = dataE;
			portW = 1;
			grantedE=1;
		end
		if ((dataE[2:1]==South)&(~portS)) begin
			dataOutS_temp = dataE;
			portS=1;
			grantedE=1;
		end
		if ((dataE[2:1]==North)&(~portN)) begin
			dataOutN_temp = dataE;
			portN=1;
			grantedE=1;
		end
		if(grantedE==0)
			retainE=1;
	end
end
if(rrcounter == 1) begin
	if (dataS[0]==1) begin
		if (dataS[2:1]==East) begin
			dataOutE_temp = dataS;
			portE = 1;
		end
		if (dataS[2:1]==West) begin
			dataOutW_temp = dataS;
			portW = 1;
		end
		if (dataS[2:1]==South) begin
			dataOutS_temp = dataS;
			portS=1;
		end
		if (dataS[2:1]==North) begin
			dataOutN_temp = dataS;
			portN=1;
		end
	end
	if (dataN[0]==1) begin
		if ((dataN[2:1]==East)&(~portE)) begin
			dataOutE_temp = dataN;
			portE = 1;
			grantedN=1; 
		end
		if ((dataN[2:1]==West)&(~portW)) begin
			dataOutW_temp = dataN;
			portW = 1;
			grantedN=1;
		end
		if ((dataN[2:1]==South)&(~portN)) begin
			dataOutS_temp = dataN;
			portS=1;
			grantedN=1;
		end
		if ((dataN[2:1]==North)&(~portN)) begin
			dataOutN_temp = dataN;
			portN=1;
			grantedN=1;
		end
		if(grantedN==0)
			retainN=1;
	end
	if (dataE[0]==1) begin
		if ((dataE[2:1]==East)&(~portE)) begin
			dataOutE_temp = dataE;
			portE = 1;
			grantedE=1; 
		end
		if ((dataE[2:1]==West)&(~portW)) begin
			dataOutW_temp = dataE;
			portW = 1;
			grantedE=1;
		end
		if ((dataE[2:1]==South)&(~portS)) begin
			dataOutS_temp = dataE;
			portS=1;
			grantedE=1;
		end
		if ((dataE[2:1]==North)&(~portN)) begin
			dataOutN_temp = dataE;
			portN=1;
			grantedE=1;
		end
		if(grantedE==0)
			retainE=1;
	end
	if (dataW[0]==1) begin
		if ((dataW[2:1]==East)&(~portE)) begin
			dataOutE_temp = dataW;
			portE = 1;
			grantedW=1; 
		end
		if ((dataW[2:1]==West)&(~portW)) begin
			dataOutW_temp = dataW;
			portW = 1;
			grantedW=1;
		end
		if ((dataW[2:1]==South)&(~portS)) begin
			dataOutS_temp = dataW;
			portS=1;
			grantedW=1;
		end
		if ((dataW[2:1]==North)&(~portN)) begin
			dataOutN_temp = dataW;
			portN=1;
			grantedW=1;
		end
		if(grantedW==0)
			retainW=1;
	end
end
if(rrcounter == 0) begin
	if (dataN[0]==1) begin
		if (dataN[2:1]==East) begin
			dataOutE_temp = dataN;
			portE = 1;
		end
		if (dataN[2:1]==West) begin
			dataOutW_temp = dataN;
			portW = 1;
		end
		if (dataN[2:1]==South) begin
			dataOutS_temp = dataN;
			portS=1;
		end
		if (dataN[2:1]==North) begin
			dataOutN_temp = dataN;
			portN=1;
		end
	end
	if (dataE[0]==1) begin
		if ((dataE[2:1]==East)&(~portE)) begin
			dataOutE_temp = dataE;
			portE = 1;
			grantedE=1; 
		end
		if ((dataE[2:1]==West)&(~portW)) begin
			dataOutW_temp = dataE;
			portW = 1;
			grantedE=1;
		end
		if ((dataE[2:1]==South)&(~portS)) begin
			dataOutS_temp = dataE;
			portS=1;
			grantedE=1;
		end
		if ((dataE[2:1]==North)&(~portN)) begin
			dataOutN_temp = dataE;
			portN=1;
			grantedE=1;
		end
		if(grantedE==0)
			retainE=1;
	end
	if (dataW[0]==1) begin
		if ((dataW[2:1]==East)&(~portE)) begin
			dataOutE_temp = dataW;
			portE = 1;
			grantedW=1; 
		end
		if ((dataW[2:1]==West)&(~portW)) begin
			dataOutW_temp = dataW;
			portW = 1;
			grantedW=1;
		end
		if ((dataW[2:1]==South)&(~portS))begin
			dataOutS_temp = dataW;
			portS=1;
			grantedW=1;
		end
		if ((dataW[2:1]==North)&(~portN)) begin
			dataOutN_temp = dataW;
			portN=1;
			grantedW=1;
		end
		if(grantedW==0)
			retainW=1;
	end
	if (dataS[0]==1) begin
		if ((dataS[2:1]==East)&(~portE)) begin
			dataOutE_temp = dataS;
			portE = 1;
			grantedS=1; 
		end
		if ((dataS[2:1]==West)&(~portW)) begin
			dataOutW_temp = dataS;
			portW = 1;
			grantedS=1;
		end
		if ((dataS[2:1]==South)&(~portS)) begin
			dataOutS_temp = dataS;
			portS=1;
			grantedS=1;
		end
		if ((dataS[2:1]==North)&(~portN)) begin
			dataOutN_temp = dataS;
			portN=1;
			grantedS=1;
		end
		if(grantedS==0)
			retainS=1;
	end
end
end
endmodule
module regfile_req #(parameter WIDTH=21, DEPTH=5, ADDWIDTH=5)
(input clk, input reset, input writeEnable, input readEnable,
 input [ADDWIDTH-1:0] dest, input [ADDWIDTH-1:0] source, 
 input [WIDTH-1:0] dataIn, output reg [WIDTH-1:0] dataOut);
reg [WIDTH-1 : 0] rf [(2**DEPTH)-1 : 0];  
integer i;
always @ (posedge clk, posedge reset) begin
	if (reset) begin
		dataOut <=0;
		for (i=0;i<(2**DEPTH);i=i+1) 
		begin
			rf[i] <= 0;  
		end
	end
	else begin
		if (readEnable)
			dataOut <= rf[source];
		else
			dataOut <= 0;
		if(writeEnable)
			rf[dest] <= dataIn; 
	end
end
endmodule
### flow/run.sh
#!/bin/bash
# OpenROAD 26Q1-2900-gdf79404cd8, Yosys 0.63+post, stock flow scripts
make -C /OpenROAD-flow-scripts/flow DESIGN_CONFIG=/design/flow/config.mk WORK_HOME=/design/flow/orfs finish
### flow/config.mk
export PLATFORM = sky130hd
export DESIGN_NAME = noc_router_project_req
export DESIGN_NICKNAME = noc_router_project_req
export VERILOG_FILES = /design/flow/design.v
export SDC_FILE = /design/flow/constraint.sdc
export NUM_CORES = 4
export LEC_CHECK = 1
export CORE_UTILIZATION = 40
### flow/constraint.sdc
current_design noc_router_project_req

set clk_period 13.2
set clk_io_pct 0.2

create_clock -name clk0 -period $clk_period [get_ports {clk}]

set non_clock_inputs [all_inputs -no_clocks]
set_input_delay [expr $clk_period * $clk_io_pct] -clock clk0 $non_clock_inputs
set_output_delay [expr $clk_period * $clk_io_pct] -clock clk0 [all_outputs]
==> flow_metrics.py <==
# Physical implementation metrics
metrics = {
    "synth": {
        "synth-edff-count": 0,
        "synth.distinct_cells": 117,
        "ys_ff": 3082,
        "async_flop_share_pct": 97.3,
        "yosys.area.top_type": "dfrtp_1",
        "synth_cells": 12027,
        "syn_avg_cell_area_um2": 12.0,
        "top_cell_area_share_pct": 51.9,
        "top_cells_by_area": "dfrtp_1 (52%), mux2_2 (21%), a22oi_1 (2.8%), a221oi_1 (2.4%), clkbuf_1 (2.2%)",
        "flop_cell": "dfrtp_1",
        "yosysChipArea_um2": 144000,
        "yosysCellCount": 12027,
        "synth_area_um2": 144000,
        "yosys_warnings": 257,
    },
    "cts": {
        "clk_pin_slew_ns": 0.06,
        "hold_buffers": 0,
        "cts_tree": "built",
        "cts_max_level": 5,
        "ctsRootBufferMaster": "clkbuf_16",
        "post_cts_resize_count": 0,
        "cts_inserted_buffers": 331,
        "clock_path_buffers": 4,
        "insertion_delay_ns": 0.95,
        "cts_setup_buffers": 0,
    },
    "power": {
        "sequentialPowerShare_pct": 40.3,
        "p_sw_mw": 15.4,
        "peakVddDrop_mv": 0.122,
        "total_leakage_power_nw": 72.1,
        "p_comb_share_pct": 36.7,
        "clkPwrFrac_pct": 23.0,
        "power_density_nw_per_um2": 245,
        "p_int_mw": 24.9,
        "p_sw_share_pct": 38.3,
    },
    "die": {
        "die_w_um": 603,
        "fp.coreArea_um2": 359000,
        "dieHeight_um": 603,
        "dieArea_um2": 364000,
        "rows": 220,
        "fp_util_pct": 40.2,
        "pin_count": 182,
    },
    "setup_path": {
        "critical_path_required_ns": 10.56,
        "arrival_ns": 3.82,
        "path_class": "register to primary output",
        "timing.rr.start": "a.rrcounter[0]$_DFF_PP0_",
        "cp_max_fo": 8,
        "endpoint_kind": "primary output",
        "ff2ff_path_depth": 11,
        "r2r_end": "fifoW_req.rf1.dataOut[12]$_DFF_PP0_",
        "rrSetupSlack_ns": 7.37,
        "critPathLaunchType": "register",
    },
    "hold_path": {
        "hold_class": "register to register",
        "hold_start": "a.readW_temp$_DFF_PP0_",
        "min_to": "fifoW_req.full$_DFF_PP0_",
        "worst_hold_path.num_cells": 1,
    },
    "drt": {
        "detail_route.wirelength_mm": 597,
        "antenna_left": 0,
        "via_per_inst": 6.51,
        "dr.pass1.iters": 14,
        "drt_iter0_markers": 12180,
        "drt-wirelength-per-cell_um": 35.0,
        "via_count": 111061,
        "route.detailed.drc": 0,
    },
    "final_timing": {
        "max_clock_freq_mhz": 155,
        "post-route-min-period_ns": 6.46,
        "drv_slew": 8,
        "fin_ws_ns": 6.74,
        "relSlewSlack_pct": -2.39,
        "rsz0062_at_grt": "false",
        "untimed_endpoints": 168,
        "clock_skew_ns": 0.0495,
        "finalSetupTns_ns": 0,
        "unclocked_regs": 84,
        "worst_slew_pin_slew_ns": 1.53,
        "fin_crit_sh_pct": 48.9,
        "setup-violations-final": 0,
        "finalHoldViolations": 0,
    },
    "global_routing": {
        "antenna_found_initial": 42,
        "first_global_vias": 112573,
        "track_usage_pct": 34.0,
        "grt_max_degree": 140,
        "grt_overflow_total": 0,
        "grt_pass1_wl_mm": 849,
    },
    "layout": {
        "final_area_um2": 164000,
        "drive_gt1_share_pct": 34.1,
        "area_growth_pct": 13.8,
        "nFillCells": 31145,
    },
    "job": {
        "warnings": 127,
        "maxCapViolations": 1,
    },
    "placed_design": {
        "port-buffer-count": 181,
        "dp_worst_setup_slack_ns": 7.14,
        "postPlaceCellArea_um2": 153000,
        "gp_congestion": 1.05,
        "hpwl_mm": 354,
    },
    "status": {
        "run_status": "finished with violations",
        "failed_checks": "capacitance limit, slew limit",
    },
}
## flip-flops by register name, summed over array words and instances (netlist names), 21 cells and up
name	count
a.dataOutN_temp	21
a.dataInPrevW	21
fifoS_req.rf1.dataOut	21
fifoN_req.rf1.rf	672
a.dataOutE_temp	21
fifoN_req.rf1.dataOut	21
o.dataOutS	21
fifoE_req.rf1.dataOut	21
a.dataInPrevN	21
o.dataOutN	21
a.dataInPrevE	21
a.dataInPrevS	21
fifoW_req.rf1.rf	672
o.dataOutE	21
a.dataOutS_temp	21
o.dataOutW	21
fifoS_req.rf1.rf	672
a.dataOutW_temp	21
fifoE_req.rf1.rf	672
fifoW_req.rf1.dataOut	21
## worst max-delay path, stage by stage, from the launching register on
cell,delay (ns)
dfrtp_1,0.49
ha_1,0.29
nand2_1,0.15
nor2_1,0.18
ha_1,0.28
xnor2_1,0.14
nor4_1,0.29
nand3_1,0.12
o21ai_0,0.32
clkdlybuf4s50_1,0.62
## through the flow
stage	util [%]	cells	power (mW)	hold slack [ns]
after floorplan	-	12027	24.5	0.418
after global placement	42.7	16440	30.2	0.433
after detailed placement	42.7	16440	30.6	0.443
after CTS	45.8	17032	40.0	0.459
after global routing	45.8	17037	42.0	0.508
final	45.8	17055	40.3	0.455
## power by group through the flow
stage	Combinational [mW]	Clock, mW	Sequential, mW
finish	14.8	9.26	16.3
global route	15.5	9.75	16.8
CTS	14.4	9.39	16.2
## routing by layer
| layer | wire length [µm] | global-route usage (%) |
|---|---|---|
| met5 | 465 | 0.832 |
| met4 | 38400 | 17.1 |
| met3 | 79100 | 16.3 |
| met2 | 251000 | 46.9 |
| met1 | 228000 | 45.6 |
## area by class of cell
| class | instances | area (µm²) | area share, % |
|---|---|---|---|
| Antenna cell | 23 | 57.6 | 0.0350 |
| Timing Repair Buffer | 822 | 6850 | 4.17 |
| Inverter | 135 | 510 | 0.310 |
| Sequential cell | 3082 | 76300 | 46.4 |
| Multi-Input combinational cell | 7628 | 63800 | 38.8 |
| Clock buffer | 488 | 9670 | 5.88 |
| Clock inverter | 104 | 1260 | 0.769 |
| Tap cell | 4773 | 5970 | 3.63 |
## cells in the final DEF (no fill, tap or decap), types with 72 or more instances in the layout
master | synthesis | routed
o211ai_1 | 72 | 72
o21ai_0 | 414 | 414
nor2_1 | 599 | 421
nor3_1 | 179 | 166
o22ai_1 | 147 | 147
nand2_1 | 416 | 415
a22oi_1 | 544 | 541
nand3_1 | 222 | 222
clkbuf_1 | 859 | 80
inv_1 | 100 | 98
a22o_1 | 271 | 271
o221ai_1 | 91 | 91
buf_4 | 15 | 623
a21oi_1 | 310 | 309
mux2_2 | 2697 | 2697
a221oi_1 | 393 | 393
mux2i_1 | 115 | 107
nand4_1 | 152 | 152
nor2_2 | 7 | 157
clkbuf_8 | 0 | 75
dfrtp_1 | 2994 | 2989
dlxtn_1 | 84 | 84
a222oi_1 | 163 | 163
a211oi_1 | 84 | 84
clkbuf_16 | 0 | 333
clkdlybuf4s50_1 | 0 | 181
## cell families after synthesis
family	Yosys count	synth area share [%]
DFF	2998	51.9
AOI/OAI and AO/OA	2898	15.0
muxes	2824	21.9
and+or+nand+nor	1789	5.88
buffers and inverters	1317	3.59
latches	84	0.873
xor gates and xnor gates	65	0.394
adders and majority gates	52	0.450
## Yosys cell counts (22+ instances only)
cell type and count:
nor3_1 179, o221ai_1 91, mux2_2 2697, o211ai_1 72
a211oi_1 84, o31ai_1 63, xor2_1 29, xnor2_1 36
clkinv_1 29, nand2_1 416, mux2i_1 115, a32oi_1 24
buf_2 88, o21ai_0 414, clkbuf_1 859, inv_1 100
a31oi_1 54, ha_1 52, o2111ai_1 22, nand2b_1 44
dlxtn_1 84, a22oi_1 544, a222oi_1 163, nor2_1 599
a22o_1 271, nand3_1 222, a221oi_1 393, a2bb2oi_1 26
buf_1 209, nand4_1 152, nor4_1 23, a21oi_1 310
dfrtp_1 2994, o22ai_1 147
## worst max-delay path by stage
stage	from	endpoint	slack (ns)	depth (start not counted)
after CTS	fifoE_req.head[0]$_DFFE_PP0P_	almost_fullE	6.71	9
after global routing	fifoE_req.head[0]$_DFFE_PP0P_	almost_fullE	6.49	9
final	fifoE_req.head[0]$_DFFE_PP0P_	almost_fullE	6.74	9
Power and IR drop assume default switching activity.
